[constraint.sdc]
current_design spi_master

set clk_period 3.0
set clk_io_pct 0.2

create_clock -name clk0 -period $clk_period [get_ports {clk}]

set non_clock_inputs [all_inputs -no_clocks]
set_input_delay [expr $clk_period * $clk_io_pct] -clock clk0 $non_clock_inputs
set_output_delay [expr $clk_period * $clk_io_pct] -clock clk0 [all_outputs]
[design.v]
module spi_master (
    input  wire clk,
    input  wire rst,
    input  wire start,
    input  wire [7:0] tx_data,
    output reg  [7:0] rx_data,
    output reg sclk,
    output reg mosi,
    input  wire miso,
    output reg cs_n,
    output reg done
);
    reg [7:0] shift_reg_tx, shift_reg_rx;
    reg [2:0] bit_cnt;
    reg [1:0] state;
    localparam IDLE = 2'b00, LOAD = 2'b01, TRANSFER = 2'b10, DONE = 2'b11;
    always @(posedge clk or posedge rst) begin
        if (rst) begin
            sclk <= 0; cs_n <= 1; done <= 0; mosi <= 0;
            shift_reg_tx <= 0; shift_reg_rx <= 0; rx_data <= 0; bit_cnt <= 0; state <= IDLE;
        end else begin
            case (state)
                IDLE: begin
                    done <= 0; cs_n <= 1; sclk <= 0;
                    if (start) state <= LOAD;
                end
                LOAD: begin
                    shift_reg_tx <= tx_data; bit_cnt <= 3'd7; cs_n <= 0; state <= TRANSFER;
                end
                TRANSFER: begin
                    sclk <= ~sclk;
                    if (sclk) begin
                        shift_reg_rx <= {shift_reg_rx[6:0], miso};
                    end else begin
                        mosi <= shift_reg_tx[7];
                        shift_reg_tx <= {shift_reg_tx[6:0], 1'b0};
                        if (bit_cnt == 0) state <= DONE;
                        else bit_cnt <= bit_cnt - 1;
                    end
                end
                DONE: begin
                    rx_data <= shift_reg_rx; cs_n <= 1; done <= 1; state <= IDLE;
                end
            endcase
        end
    end
endmodule
[run.sh]
#!/bin/bash
# OpenROAD 26Q1-2900-gdf79404cd8, Yosys 0.63+post, stock flow scripts
make -C /OpenROAD-flow-scripts/flow DESIGN_CONFIG=/design/flow/config.mk WORK_HOME=/design/flow/orfs finish
[config.mk]
export PLATFORM = sky130hd
export DESIGN_NAME = spi_master
export DESIGN_NICKNAME = spi_master
export VERILOG_FILES = /design/flow/design.v
export SDC_FILE = /design/flow/constraint.sdc
export NUM_CORES = 4
export LEC_CHECK = 1
export CORE_UTILIZATION = 30
==> impl_metrics.py <==
# Synthesis and PnR figures
metrics = {
    "clock_tree": {
        "cts-hold-fix-buffers": 0,
        "ctsResizeCount": 0,
        "clk_pin_slew_ns": 0.07,
        "cts_tree": "built",
        "htreeDepth": 2,
        "post-cts-setup-buffer-count": 0,
        "max-clock-path-buffers": 2,
        "clock_latency_ns": 0.28,
        "cts-root-buf": "clkbuf_8",
        "numCtsBuffers": 5,
        "cts_sinks": 35,
    },
    "timing": {
        "fin_tns_setup_ns": 0,
        "relSlewSlack_pct": 50.8,
        "rsz0062_at_grt": "false",
        "postLayoutSetupSlackWorst_ns": 0.841,
        "period_minus_slack_ns": 2.16,
        "worst_pin_slew_ns": 0.739,
        "fmax_ghz": 0.463,
        "finalCritPeriodShare_pct": 72.0,
        "maxSlewViolCount": 0,
        "setup_violations": 0,
        "hold_viol_final": 0,
        "fin_worst_skew_ns": 0.00641,
    },
    "die": {
        "initial_utilization_pct": 32.2,
        "die_w_um": 74.4,
        "num_rows": 25,
        "ios": 24,
        "core-area_um2": 4880,
        "die_area_um2": 5530,
        "die_height_um": 74.4,
    },
    "routing": {
        "drtIter0Drc": 50,
        "wl_per_cell_um": 12.4,
        "antenna_cells": 0,
        "vias": 970,
        "vias_per_cell": 4.53,
        "drc_errors": 0,
        "totalWireLength_um": 2650,
        "ant_nets": 0,
        "dr.pass1.iters": 4,
    },
    "power_and_ir_drop": {
        "power_density_nw_per_um2": 979,
        "p_leak_nw": 0.897,
        "ir_drop_mv": 0.312,
        "finalPower_mw": 1.94,
    },
    "worst_setup_path": {
        "path_max_fanout": 12,
        "cp_top_family": "flip-flops",
        "startpoint_type": "flop",
        "critPathBufInv": 1,
        "path_cells": "clkdlybuf4s50_1",
        "worstReg2RegEnd": "bit_cnt[0]",
        "critical_path.max_stage_delay_ns": 0.70,
        "r2r_start": "state[1]",
        "crit_path_top_delay_cell": "dfrtp_1",
        "reg2reg_depth": 3,
        "path_class": "reg2out",
        "crit_required_ns": 2.40,
        "crit_arrival_ns": 1.56,
        "end_kind": "output port",
        "reg2reg_slack_ns": 1.37,
    },
    "global_routing": {
        "grt_pass1_vias": 984,
        "grt_overflow": 0,
        "grt_usage_pct": 10.8,
        "antenna_found_initial": 0,
        "grt_max_degree": 36,
        "grt_pass1_wl_um": 4510,
    },
    "synthesis": {
        "ys_cells": 120,
        "ys.flop_type": "dfrtp_1",
        "yosys_warnings": 1,
        "synthesis.area_um2": 1570,
        "synth.avg_cell_area_um2": 13.1,
        "ys_async_sr_fraction_pct": 100,
        "numSynthFlops": 35,
        "edf_count": 0,
        "synth_chip_area_um2": 1570,
        "ys_seq_share_pct": 55.9,
        "yosysUniqueCellTypes": 28,
        "synthCells": 120,
    },
    "placement": {
        "portBuffers": 23,
        "dpl.cell_count": 206,
        "place_ws_ns": 1.14,
        "place.gp.congestion": 0.773,
        "dp_hpwl_um": 1720,
    },
    "final_layout": {
        "fillers": 479,
        "layout-drive-gt1-share_pct": 21.1,
        "area_delta_synth_final_pct": 26.0,
        "fin_cells": 214,
    },
    "worst_hold_path": {
        "hp-class": "reg2reg",
        "hp-start": "cs_n",
        "hold_depth": 2,
        "holdPathEnd": "cs_n",
    },
    "job": {
        "drv_cap": 0,
        "warnings": 26,
    },
    "outcome": {
        "status": "finished clean",
    },
}
[cell type report]
type / instances / area, µm² / area share [%]
inverters: 8 / 30.0 / 1.52
multi-input cells: 72 / 617 / 31.2
well taps: 67 / 83.8 / 4.24
clock buffers: 6 / 72.6 / 3.67
repair buffers: 24 / 238 / 12.0
flip-flops and latches: 35 / 878 / 44.4
clock inverters: 2 / 60.1 / 3.03
[routing by layer]
metal  track usage (%)  part of all wire, %  vias up
met4              2.10                  2.4        0
met3              2.20                  3.9        6
met1              16.1                   48      476
met5                 0                    0        -
met2              17.0                   45       21
li1                  -                    -      467
[cell usage after synthesis, types with 2 or more instances]
cell type,instances,area share (%)
mux2_4,8,7.6
a211oi_1,5,2.4
buf_6,3,2.1
nand2b_1,5,2.0
inv_1,7,1.7
o22ai_1,2,0.80
nor2_1,5,1.2
a21oi_1,7,2.2
o21ai_1,4,1.3
nand2_1,2,0.48
ha_1,2,1.6
nor2b_1,6,2.4
mux2_2,8,5.7
dfrtp_1,33,53
nand3_1,2,0.64
mux2i_1,8,5.1
dfstp_2,2,3.3
[kinds of logic (layout without fill, tap and decap cells)]
logic type | count (synthesis) | after routing | share of synthesized area [%]
DFF | 35 | 35 | 55.9
muxes | 24 | 24 | 18.5
buffers and inverters | 13 | 40 | 4.86
adders and majority gates | 2 | 2 | 1.59
and+or+nand+nor | 23 | 23 | 9.24
AOI/OAI and AO/OA | 23 | 23 | 9.95
[power breakdown]
| group | internal, mW | switching [mW] | leakage (nW) | total (mW) |
|---|---|---|---|---|
| clock network | 0.332 | 0.162 | 0.0654 | 0.494 |
| logic | 0.398 | 0.200 | 0.408 | 0.598 |
| registers | 0.656 | 0.188 | 0.424 | 0.844 |
[worst min-delay path, stage by stage, from the launching register on]
cell     delay (ns)
dfstp_2        0.37
inv_1          0.05
o21ai_1        0.05
[flip-flops by register name, indices dropped and copies added, names as in the netlist]
| signal | flops |
|---|---|
| bit_cnt | 3 |
| cs_n | 1 |
| done | 1 |
| mosi | 1 |
| rx_data | 8 |
| sclk | 1 |
| shift_reg_rx | 8 |
| shift_reg_tx | 8 |
| state | 4 |
[through the flow]
step	util (%)	hold slack (ns)	area, µm²
3_3_place_gp	37.8	0.464	1850
4_1_cts	40.6	0.470	1980
2_1_floorplan	-	0.426	1570
5_1_grt	40.6	0.508	1980
3_5_place_dp	37.8	0.458	1850
6_report	40.6	0.470	1980
[placed cells by master, fill, tap and decap left out, types with 2 or more instances in the layout]
| cell | Yosys | routed |
|---|---|---|
| dfstp_2 | 2 | 2 |
| a211oi_1 | 5 | 5 |
| nand2_1 | 2 | 2 |
| clkbuf_8 | 0 | 5 |
| clkdlybuf4s50_1 | 0 | 23 |
| ha_1 | 2 | 2 |
| o22ai_1 | 2 | 2 |
| nor2_1 | 5 | 5 |
| mux2_2 | 8 | 8 |
| inv_1 | 7 | 7 |
| bufinv_16 | 0 | 2 |
| mux2_4 | 8 | 8 |
| dfrtp_1 | 33 | 33 |
| a21oi_1 | 7 | 7 |
| nor2b_1 | 6 | 6 |
| o21ai_1 | 4 | 4 |
| mux2i_1 | 8 | 8 |
| nand3_1 | 2 | 2 |
| nand2b_1 | 5 | 5 |
[how the worst max path moves through the flow]
stage | endpoint | depth (start not counted) | startpoint | slack [ns]
after CTS | sclk | 1 | sclk | 0.83
after global routing | sclk | 1 | sclk | 0.78
final | sclk | 1 | sclk | 0.84
Power figures rest on the tool's default switching activity, not on a simulated workload.
